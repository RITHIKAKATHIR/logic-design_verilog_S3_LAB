File: flow/design.v
module Eight_bit_register(Q_oo,clk,q_0,q_1,q_2,q_3,q_4,q_5,q_6,q_7);
input[0:7] Q_oo;
input clk;
output wire q_0,q_1,q_2,q_3,q_4,q_5,q_6,q_7;
wire qb0,qb1,qb2,qb3,qb4,qb5,qb6,qb7;
reg d0,d1,d2,d3,d4,d5,d6,d7;
dflipflop_reg obj0(d0,clk,q_0,qb0);
dflipflop_reg obj1(d1,clk,q_1,qb1);
dflipflop_reg obj2(d2,clk,q_2,qb2);
dflipflop_reg obj3(d3,clk,q_3,qb3);
dflipflop_reg obj4(d4,clk,q_4,qb4);
dflipflop_reg obj5(d5,clk,q_5,qb5);
dflipflop_reg obj6(d6,clk,q_6,qb6);
dflipflop_reg obj7(d7,clk,q_7,qb7);
always@(posedge clk)
 if(clk)
  begin
   d0=Q_oo[0];
	d1=Q_oo[1];
   d2=Q_oo[2];
	d3=Q_oo[3];
	d4=Q_oo[4];
	d5=Q_oo[5];
	d6=Q_oo[6];
	d7=Q_oo[7];
	end
 endmodule
module decoder(data_in,y_out);
input [1:0]data_in;
output reg[3:0] y_out;
always@(data_in)
 begin
  case(data_in)
  2'b00: y_out=4'b0001;
  2'b01: y_out=4'b0010;
  2'b10: y_out=4'b0100;
  2'b11: y_out=4'b1000;
  default: y_out= 4'b0000;
  endcase
 end
 endmodule
module dflipflop_reg(d_in,clk,q_out,q_bar_out);
input d_in, clk;
output q_out,q_bar_out;
reg q_out,q_bar_out;
 initial 
  begin
    q_out=1'b0;
	 q_bar_out=1'b1;
  end
 always@(posedge clk)
   begin
	 q_out=d_in;
	 q_bar_out=~q_out;
	 end
endmodule
module mux_reg_file(Y, D0, D1, S);
output Y;
input D0, D1, S;
wire T1, T2, Sbar;
and (T1, D1, S), (T2, D0, Sbar);
not (Sbar, S);
or (Y, T1, T2);
endmodule
module reg_file(rnnn,wrdddd,write_enable,clk,R_Data);
input [1:0] rnnn;
input [7:0] wrdddd;
input write_enable,clk;
wire[3:0] out;
output reg[7:0] R_Data;
reg[8:0] Regfile[0:3];
decoder object_decoder(rnnn,out);
wire term1,term2,term3,term4;
and gate_1(term1,out[0],write_enable);
and gate_2(term2,out[1],write_enable);
and gate_3(term3,out[2],write_enable);
and gate_4(term4,out[3],write_enable);
wire q1,q2,q3,q4,q5,q6,q7,q8;
Eight_bit_register gate1(wrdddd,term1,q1,q2,q3,q4,q5,q6,q7,q8);
wire q11,q21,q31,q41,q51,q61,q71,q81;
Eight_bit_register gate2(wrdddd,term2,q11,q21,q31,q41,q51,q61,q71,q81);
wire q12,q22,q32,q42,q52,q62,q72,q82;
Eight_bit_register gate3(wrdddd,term3,q12,q22,q32,q42,q52,q62,q72,q82);
wire q13,q23,q33,q43,q53,q63,q73,q83;
wire sel;
Eight_bit_register gate4(wrdddd,term4,q13,q23,q33,q43,q53,q63,q73,q83);
always@(posedge clk)
 begin
 if(write_enable==1)
  begin
   Regfile[0]<=32'd0;
	Regfile[1]<=32'd0;
	Regfile[2]<=32'd0;
	Regfile[3]<=32'd0;
  end
 end
wire[7:0] q,q_,q1_;
assign q[0]=q1;
assign q[1]=q2;
assign q[2]=q3;
assign q[3]=q4;
assign q[4]=q5;
assign q[5]=q6;
assign q[6]=q7;
assign q[7]=q8;
assign q_[0]=q12;
assign q_[1]=q22;
assign q_[2]=q32;
assign q_[3]=q42;
assign q_[4]=q52;
assign q_[5]=q62;
assign q_[6]=q72;
assign q_[7]=q82;
assign q1_[0]=q13;
assign q1_[1]=q23;
assign q1_[2]=q33;
assign q1_[3]=q43;
assign q1_[4]=q53;
assign q1_[5]=q63;
assign q1_[6]=q73;
assign q1_[7]=q83;
mux_reg_file obectt(R_Data[0],q[0],q_[0],write_enable);
mux_reg_file obectt1(R_Data[1],q[1],q_[1],write_enable);
mux_reg_file obectt2(R_Data[2],q[2],q_[2],write_enable);
mux_reg_file obectt3(R_Data[3],q[3],q_[3],write_enable);
mux_reg_file obectt4(R_Data[4],q[4],q_[4],write_enable);
mux_reg_file obectt5(R_Data[5],q[5],q_[5],write_enable);
mux_reg_file obectt6(R_Data[6],q[6],q_[6],write_enable);
mux_reg_file obectt7(R_Data[7],q[7],q_[7],write_enable);
endmodule
File: flow/run.sh
#!/bin/bash
# OpenROAD 26Q1-2900-gdf79404cd8, Yosys 0.63+post, stock flow scripts
make -C /OpenROAD-flow-scripts/flow DESIGN_CONFIG=/design/flow/config.mk WORK_HOME=/design/flow/orfs finish
File: flow/config.mk
export PLATFORM = sky130hd
export DESIGN_NAME = reg_file
export DESIGN_NICKNAME = reg_file
export VERILOG_FILES = /design/flow/design.v
export SDC_FILE = /design/flow/constraint.sdc
export NUM_CORES = 4
export LEC_CHECK = 1
export CORE_AREA = 10 10 77 77
export DIE_AREA = 0 0 87 87
File: flow/constraint.sdc
current_design reg_file

set clk_period 1.0
set clk_io_pct 0.2

create_clock -name clk0 -period $clk_period

set non_clock_inputs [all_inputs -no_clocks]
set_input_delay [expr $clk_period * $clk_io_pct] -clock clk0 $non_clock_inputs
set_output_delay [expr $clk_period * $clk_io_pct] -clock clk0 [all_outputs]
==> flow_metrics.py <==
# Flow results
metrics = {
    "synthesis": {
        "simple_gate_share_pct": 2.635,
        "syn_inst": 51,
        "xor_share_pct": 0,
        "adder_share_pct": 0,
        "logic_family": "multiplexers",
        "ys_seq_share_pct": 74.96,
        "yosys_register_bits": 32,
        "aoi_share_pct": 0,
        "yosysTopAreaCell": "dfxtp_1",
        "ys_area_um2": 854.6,
        "ys_sh_mux_pct": 14.06,
        "post_synth_num_cell_types": 6,
        "syn_area_um2": 854.6,
        "yosysTopAreaCellShare_pct": 74.96,
        "syn_area_per_cell_um2": 16.76,
        "yosysWarnings": 5,
        "top_cells_by_area": "dfxtp_1, mux2_4, buf_4",
        "ys_cells": 51,
    },
    "place": {
        "port_buffers": 19,
        "place_congestion": 0.6349,
        "pre_cts_ws_ns": -0.7993,
        "placed_area_um2": 1059,
    },
    "global_route": {
        "grt_pass1_vias": 335,
        "grt_max_degree": 17,
        "grt_overflow": 0,
        "grt_first_pass_wirelength_mm": 1.835,
        "antenna_found_initial": 0,
        "grt_usage_pct": 3.002,
    },
    "floorplanning": {
        "die_y_um": 87,
        "die_width_um": 87,
        "pin_count": 20,
        "die_area_um2": 7569,
        "initCoreUtil_pct": 19.63,
        "core_area_um2": 4354,
        "rows": 24,
    },
    "sta": {
        "period_used_pct": 104.4,
        "unclocked_regs": 32,
        "untimed_endpoints": 32,
        "rsz0062_at_grt": "true",
        "hold_ws_ns": 0.8194,
        "fin_ws_ns": -0.04422,
        "drv_slew": 0,
        "finalSetupViolCount": 8,
        "worst_slew_pin_slew_ns": 0.7724,
        "min_period_ns": 1.044,
        "fmax_mhz": 957.7,
        "slew_headroom_pct": 48.28,
        "hold_viol_final": 0,
    },
    "finish": {
        "utilization_pct": 24.86,
        "area_growth_syn_to_layout_pct": 26.65,
        "lay_top_count": "dfxtp_1",
        "fin_area_um2": 1082,
        "layout_top_cells": "dfxtp_1, clkdlybuf4s50_1, mux2_4",
        "drive_gt1_share_pct": 33.33,
    },
    "routing": {
        "num_vias": 338,
        "dr.pass1.iters": 2,
        "ant_nets": 0,
        "post_drt_wl_per_cell_um": 10.22,
        "drc": 0,
        "drt_iter0_drc": 3,
        "antenna_cells_inserted": 0,
        "via_per_inst": 2.939,
        "wl_mm": 1.175,
    },
    "critical_path": {
        "worstPathRequired_ns": 0.80,
        "cp-end-kind": "output port",
        "cp_max_fo": 5,
        "cp.arrival_ns": 0.84,
        "critical_path_class": "in2out",
        "crit_path_start_kind": "input pin",
    },
    "pwr": {
        "finalPower_uw": 228.7,
        "p_int_uw": 180.5,
        "powerDensity_nw_per_um2": 211.3,
        "share_comb_of_total_power_pct": 64.7,
        "switching_share_pct": 21.09,
        "p_leak_uw": 0.0004565,
        "seqPwrFrac_pct": 35.3,
        "vdd_drop_max_v": 0.00005190,
        "switching_power_uw": 48.23,
        "p_clk_share_pct": 0,
    },
    "outcome": {
        "outcome": "complete, but fails checks",
        "violations": "setup timing",
    },
    "job": {
        "drv_cap": 0,
        "warnings": 35,
    },
    "min_path": {
        "min_path_type": "in2out",
    },
}
## critical path: stages
cell and delay (ns):
buf_8 0.11, buf_12 0.13, mux2_4 0.30, buf_6 0.11
## final timing paths
check / startpoint / endpoint / slack, ns / depth (start not counted)
max: write_enable / R_Data[2] / -0.04 / 4
min: write_enable / R_Data[4] / 0.82 / 4
## per-layer routing
metal  vias to the layer above  global-route usage, %  share of wire (%)
met1                       153                  3.631                 39
met4                         0                      0                  0
li1                        178                      -                  -
met2                         7                  5.530                 53
met3                         0                 0.7547                7.2
met5                         -                      0                  0
## area by class of cell
class / count / area [um2]
fill: 434 / 3272
multi-input combinational: 10 / 142.6
sequential: 32 / 640.6
tap: 52 / 65.06
timing repair buffer: 21 / 234.0
## cell families after synthesis
family                 after synthesis
buffers and inverters                9
DFF                                 32
muxes                                8
and+or+nand+nor                      2
## cell usage after synthesis
library cell and count:
buf_4 8, nor3b_2 1, and3b_2 1, mux2_4 8, dfxtp_1 32, buf_6 1
## metrics by stage
stage,instances,setup TNS [ns]
global route,115,-0.4067
CTS,115,-0.3347
global placement,114,-6.268
finish,115,-0.2879
detailed placement,114,-6.197
floorplan,51,0
## power by group through the flow
stage | clock network (uW) | logic [uW] | registers (uW)
CTS | 0 | 146 | 81.1
global route | 0 | 159 | 83.8
finish | 0 | 148 | 80.8
## timing repair
| item | CTS | global route |
|---|---|---|
| hold buffers | 0 | 0 |
| setup buffers | 0 | 0 |
| resized | 35 | 3 |
| setup endpoints to repair | 8 | 8 |
| cloned | 1 | 0 |
| hold endpoints to repair | 0 | 0 |
Power and IR drop assume default switching activity.
