[./design.v]
module carryselectadder32_dataflow(sum,carryout,in1,in2);
output[31:0] sum;
output carryout;
input[31:0] in1,in2;
wire carry_0,carry_1,carry_2,carry_3,carry_4,carry_5,carry_6;
wire[3:0] s1,s2,s3,s4,s5,s6,s7,s8,s9,s10,s11,s12,s13,s14;
wire[3:0] c0,c1,c2,c3,c4,c5,c6,c7,c8,c9,c10,c11,c12,c13,c14;
assign sum[0]=in1[0] ^ in2[0] ^ 1'b0;
assign c0[0]=(in1[0] & in2[0])|(in1[0] & 1'b0)|(in2[0] & 1'b0);
assign sum[1]=in1[1] ^ in2[1] ^ c0[0];
assign c0[1]=(in1[1] & in2[1])|(in1[1] & c0[0])|(in2[1] & c0[0]);
assign sum[2]=in1[2] ^ in2[2] ^ c0[1];
assign c0[2]=(in1[2] & in2[2])|(in1[2] & c0[1])|(in2[2] & c0[1]);
assign sum[3]=in1[3] ^ in2[3] ^ c0[2];
assign c0[3]=(in1[3] & in2[3])|(in1[3] & c0[2])|(in2[3] & c0[2]);
assign s1[0]=in1[4] ^ in2[4] ^ 1'b0;
assign c1[0]=(in1[4] & in2[4])|(in1[4] & 1'b0)|(in2[4] & 1'b0);
assign s1[1]=in1[5] ^ in2[5] ^ c1[0];
assign c1[1]=(in1[5] & in2[5])|(in1[5] & c1[0])|(in2[5] & c1[0]);
assign s1[2]=in1[6] ^ in2[6] ^ c1[1];
assign c1[2]=(in1[6] & in2[6])|(in1[6] & c1[1])|(in2[6] & c1[1]);
assign s1[3]=in1[7] ^ in2[7] ^ c1[2];
assign c1[3]=(in1[7] & in2[7])|(in1[7] & c1[2])|(in2[7] & c1[2]);
assign s2[0]=in1[4] ^ in2[4] ^ 1'b1;
assign c2[0]=(in1[4] & in2[4])|(in1[4] & 1'b1)|(in2[4] & 1'b1);
assign s2[1]=in1[5] ^ in2[5] ^ c2[0];
assign c2[1]=(in1[5] & in2[5])|(in1[5] & c2[0])|(in2[5] & c2[0]);
assign s2[2]=in1[6] ^ in2[6] ^ c2[1];
assign c2[2]=(in1[6] & in2[6])|(in1[6] & c2[1])|(in2[6] & c2[1]);
assign s2[3]=in1[7] ^ in2[7] ^ c2[2];
assign c2[3]=(in1[7] & in2[7])|(in1[7] & c2[2])|(in2[7] & c2[2]);
assign s3[0]=in1[8] ^ in2[8] ^ 1'b0;
assign c3[0]=(in1[8] & in2[8])|(in1[8] & 1'b0)|(in2[8] & 1'b0);
assign s3[1]=in1[9] ^ in2[9] ^ c3[0];
assign c3[1]=(in1[9] & in2[9])|(in1[9] & c3[0])|(in2[9] & c3[0]);
assign s3[2]=in1[10] ^ in2[10] ^ c3[1];
assign c3[2]=(in1[10] & in2[10])|(in1[10] & c3[1])|(in2[10] & c3[1]);
assign s3[3]=in1[11] ^ in2[11] ^ c3[2];
assign c3[3]=(in1[11] & in2[11])|(in1[11] & c3[2])|(in2[11] & c3[2]);
assign s4[0]=in1[8] ^ in2[8] ^ 1'b1;
assign c4[0]=(in1[8] & in2[8])|(in1[8] & 1'b1)|(in2[8] & 1'b1);
assign s4[1]=in1[9] ^ in2[9] ^ c4[0];
assign c4[1]=(in1[9] & in2[9])|(in1[9] & c4[0])|(in2[9] & c4[0]);
assign s4[2]=in1[10] ^ in2[10] ^ c4[1];
assign c4[2]=(in1[10] & in2[10])|(in1[10] & c4[1])|(in2[10] & c4[1]);
assign s4[3]=in1[11] ^ in2[11] ^ c4[2];
assign c4[3]=(in1[11] & in2[11])|(in1[11] & c4[2])|(in2[11] & c4[2]);
assign s5[0]=in1[12] ^ in2[12] ^ 1'b0;
assign c5[0]=(in1[12] & in2[12])|(in1[12] & 1'b0)|(in2[12] & 1'b0);
assign s5[1]=in1[13] ^ in2[13] ^ c5[0];
assign c5[1]=(in1[13] & in2[13])|(in1[13] & c5[0])|(in2[13] & c5[0]);
assign s5[2]=in1[14] ^ in2[14] ^ c5[1];
assign c5[2]=(in1[14] & in2[14])|(in1[14] & c5[1])|(in2[14] & c5[1]);
assign s5[3]=in1[15] ^ in2[15] ^ c5[2];
assign c5[3]=(in1[15] & in2[15])|(in1[15] & c5[2])|(in2[15] & c5[2]);
assign s6[0]=in1[12] ^ in2[12] ^ 1'b1;
assign c6[0]=(in1[12] & in2[12])|(in1[12] & 1'b1)|(in2[12] & 1'b1);
assign s6[1]=in1[13] ^ in2[13] ^ c6[0];
assign c6[1]=(in1[13] & in2[13])|(in1[13] & c6[0])|(in2[13] & c6[0]);
assign s6[2]=in1[14] ^ in2[14] ^ c6[1];
assign c6[2]=(in1[14] & in2[14])|(in1[14] & c6[1])|(in2[14] & c6[1]);
assign s6[3]=in1[15] ^ in2[15] ^ c6[2];
assign c6[3]=(in1[15] & in2[15])|(in1[15] & c6[2])|(in2[15] & c6[2]);
assign s7[0]=in1[16] ^ in2[16] ^ 1'b0;
assign c7[0]=(in1[16] & in2[16])|(in1[16] & 1'b0)|(in2[16] & 1'b0);
assign s7[1]=in1[17] ^ in2[17] ^ c7[0];
assign c7[1]=(in1[17] & in2[17])|(in1[17] & c7[0])|(in2[17] & c7[0]);
assign s7[2]=in1[18] ^ in2[18] ^ c7[1];
assign c7[2]=(in1[18] & in2[18])|(in1[18] & c7[1])|(in2[18] & c7[1]);
assign s7[3]=in1[19] ^ in2[19] ^ c7[2];
assign c7[3]=(in1[19] & in2[19])|(in1[19] & c7[2])|(in2[19] & c7[2]);
assign s8[0]=in1[16] ^ in2[16] ^ 1'b1;
assign c8[0]=(in1[16] & in2[16])|(in1[16] & 1'b1)|(in2[16] & 1'b1);
assign s8[1]=in1[17] ^ in2[17] ^ c8[0];
assign c8[1]=(in1[17] & in2[17])|(in1[17] & c8[0])|(in2[17] & c8[0]);
assign s8[2]=in1[18] ^ in2[18] ^ c8[1];
assign c8[2]=(in1[18] & in2[18])|(in1[18] & c8[1])|(in2[18] & c8[1]);
assign s8[3]=in1[19] ^ in2[19] ^ c8[2];
assign c8[3]=(in1[19] & in2[19])|(in1[19] & c8[2])|(in2[19] & c8[2]);
assign s9[0]=in1[20] ^ in2[20] ^ 1'b0;
assign c9[0]=(in1[20] & in2[20])|(in1[20] & 1'b0)|(in2[20] & 1'b0);
assign s9[1]=in1[21] ^ in2[21] ^ c9[0];
assign c9[1]=(in1[21] & in2[21])|(in1[21] & c9[0])|(in2[21] & c9[0]);
assign s9[2]=in1[22] ^ in2[22] ^ c9[1];
assign c9[2]=(in1[22] & in2[22])|(in1[22] & c9[1])|(in2[22] & c9[1]);
assign s9[3]=in1[23] ^ in2[23] ^ c9[2];
assign c9[3]=(in1[23] & in2[23])|(in1[23] & c9[2])|(in2[23] & c9[2]);
assign s10[0]=in1[20] ^ in2[20] ^ 1'b1;
assign c10[0]=(in1[20] & in2[20])|(in1[20] & 1'b1)|(in2[20] & 1'b1);
assign s10[1]=in1[21] ^ in2[21] ^ c10[0];
assign c10[1]=(in1[21] & in2[21])|(in1[21] & c10[0])|(in2[21] & c10[0]);
assign s10[2]=in1[22] ^ in2[22] ^ c10[1];
assign c10[2]=(in1[22] & in2[22])|(in1[22] & c10[1])|(in2[22] & c10[1]);
assign s10[3]=in1[23] ^ in2[23] ^ c10[2];
assign c10[3]=(in1[23] & in2[23])|(in1[23] & c10[2])|(in2[23] & c10[2]);
assign s11[0]=in1[24] ^ in2[24] ^ 1'b0;
assign c11[0]=(in1[24] & in2[24])|(in1[24] & 1'b0)|(in2[24] & 1'b0);
assign s11[1]=in1[25] ^ in2[25] ^ c11[0];
assign c11[1]=(in1[25] & in2[25])|(in1[25] & c11[0])|(in2[25] & c11[0]);
assign s11[2]=in1[26] ^ in2[26] ^ c11[1];
assign c11[2]=(in1[26] & in2[26])|(in1[26] & c11[1])|(in2[26] & c11[1]);
assign s11[3]=in1[27] ^ in2[27] ^ c11[2];
assign c11[3]=(in1[27] & in2[27])|(in1[27] & c11[2])|(in2[27] & c11[2]);
assign s12[0]=in1[24] ^ in2[24] ^ 1'b1;
assign c12[0]=(in1[24] & in2[24])|(in1[24] & 1'b1)|(in2[24] & 1'b1);
assign s12[1]=in1[25] ^ in2[25] ^ c12[0];
assign c12[1]=(in1[25] & in2[25])|(in1[25] & c12[0])|(in2[25] & c12[0]);
assign s12[2]=in1[26] ^ in2[26] ^ c12[1];
assign c12[2]=(in1[26] & in2[26])|(in1[26] & c12[1])|(in2[26] & c12[1]);
assign s12[3]=in1[27] ^ in2[27] ^ c12[2];
assign c12[3]=(in1[27] & in2[27])|(in1[27] & c12[2])|(in2[27] & c12[2]);
assign s13[0]=in1[28] ^ in2[28] ^ 1'b0;
assign c13[0]=(in1[28] & in2[28])|(in1[28] & 1'b0)|(in2[28] & 1'b0);
assign s13[1]=in1[29] ^ in2[29] ^ c13[0];
assign c13[1]=(in1[29] & in2[29])|(in1[29] & c13[0])|(in2[29] & c13[0]);
assign s13[2]=in1[30] ^ in2[30] ^ c13[1];
assign c13[2]=(in1[30] & in2[30])|(in1[30] & c13[1])|(in2[30] & c13[1]);
assign s13[3]=in1[31] ^ in2[31] ^ c13[2];
assign c13[3]=(in1[31] & in2[31])|(in1[31] & c13[2])|(in2[31] & c13[2]);
assign s14[0]=in1[28] ^ in2[28] ^ 1'b1;
assign c14[0]=(in1[28] & in2[28])|(in1[28] & 1'b1)|(in2[28] & 1'b1);
assign s14[1]=in1[29] ^ in2[29] ^ c14[0];
assign c14[1]=(in1[29] & in2[29])|(in1[29] & c14[0])|(in2[29] & c14[0]);
assign s14[2]=in1[30] ^ in2[30] ^ c14[1];
assign c14[2]=(in1[30] & in2[30])|(in1[30] & c14[1])|(in2[30] & c14[1]);
assign s14[3]=in1[31] ^ in2[31] ^ c14[2];
assign c14[3]=(in1[31] & in2[31])|(in1[31] & c14[2])|(in2[31] & c14[2]);
assign carry_0=c0[3];
assign sum[7:4]=(~(carry_0) & s1) | (carry_0 & s2);
assign carry1=(~(carry_0) & c1[3]) | (carry_0 & c2[3]);
assign sum[11:8]=(~(carry_1) & s3) | (carry_1 & s4);
assign carrry2=(~(carry_1) & c3[3]) | (carry_1 & c4[3]);
assign sum[15:12]=(~(carry_2) & s5) | (carry_2 & s6);
assign car3=(~(carry_2) & c5[3]) | (carry_2 & c6[3]);
assign sum[19:16]=(~(carry_3) & s7) | (carry_3 & s8);
assign car4=(~(carry_3) & c7[3]) | (carry_3 & c8[3]);
assign sum[23:20]=(~(carry_4) & s9) | (carry_4 & s10);
assign car5=(~(carry_4) & c9[3]) | (carry_4 & c10[3]);
assign sum[27:24]=(~(carry_5) & s11) | (carry_5 & s12);
assign car6=(~(carry_5) & c11[3]) | (carry_5 & c12[3]);
assign sum[31:28]=(~(carry_6) & s13) | (carry_6 & s14);
assign carryout=(~(carry_6) & c13[3]) | (carry_6 & c14[3]);
endmodule
[./run.sh]
#!/bin/bash
# OpenROAD 26Q1-2900-gdf79404cd8, Yosys 0.63+post, stock flow scripts
make -C /OpenROAD-flow-scripts/flow DESIGN_CONFIG=/design/flow/config.mk WORK_HOME=/design/flow/orfs finish
[./config.mk]
export PLATFORM = sky130hd
export DESIGN_NAME = carryselectadder32_dataflow
export DESIGN_NICKNAME = carryselectadder32_dataflow
export VERILOG_FILES = /design/flow/design.v
export SDC_FILE = /design/flow/constraint.sdc
export NUM_CORES = 4
export LEC_CHECK = 1
export CORE_AREA = 10 10 81 81
export DIE_AREA = 0 0 91 91
[./constraint.sdc]
current_design carryselectadder32_dataflow

set clk_period 1.6
set clk_io_pct 0.2

create_clock -name clk0 -period $clk_period

set non_clock_inputs [all_inputs -no_clocks]
set_input_delay [expr $clk_period * $clk_io_pct] -clock clk0 $non_clock_inputs
set_output_delay [expr $clk_period * $clk_io_pct] -clock clk0 [all_outputs]
==> run notes <==
The implementation run finished. The flow ran to the end, but the final reports show violations. The final reports fail on negative setup slack. After synthesis, the most frequently instantiated cells are 17 x fa_1, 7 x buf_4, 7 x xor3_1. The critical path is of the input port to primary output type. The path with the worst hold slack has its endpoint at sum[4]. In this run the standard cell core region covers 0.00482 mm2. According to the cell report, flip-flops and latches in the layout number 0. Share of cells above drive strength 1 landed at a little over half.

In this run the power density over the cells is ~280 mW/mm2. The synthesized design spends more area on one cell type than any other, namely fa_1. Total leakage power landed at 0.684 nW.

During I/O placement, the number of pins put on the boundary was 97. The worst hold path belongs to the class input port to primary output. Count of instantiated cells in the yosys netlist landed at 41.

Number of remaining DRC errors landed at 0. Arrival time of the worst setup path landed at 1.88 ns. Yosys reports a chip area of 634 um2.

Counting both buffers and inverters, the worst setup path holds a total of 2. Looking at the critical path, the highest net fanout was 1. During synthesis, Yosys emitted a total of 12 warnings. Setup repair after global routing could not meet its margin everywhere. The first global-routing pass estimated 4.17 mm of wire.

Registers take 0 um2. The worst setup path is launched from an input port. Synthesis-to-layout area growth landed at 142%. Required time of the worst setup path landed at 1.28 ns. Post-route standard cell area excluding fillers landed at approximately 0.0015 mm2. Per the synthesis report, the single largest cell type by area occupies between 50% and 60% of cell area. The report puts the hold buffer count at CTS at 0. Wire length per cell landed at between 10 and 15 um. Routability congestion estimate landed at 0.728. Initial core utilization landed at 13.2%. Instance area at placement landed at 0.00167 mm2. The gate-level netlist out of Yosys references 7 unique cell types.

For the worst min-delay path, the startpoint reported by OpenROAD is in2[4]. The routed design has roughly 2.8 mm of wire. Overall fraction of global-route tracks in use landed at 6.26%.

For this run, the detailed router's first-pass iteration total came to 2. After floorplanning, the core was divided into 25 placement rows. Vertical die dimension landed at between 90 and 100 um. Top achievable clock speed landed at 454 MHz. Of the synthesized area, sequential elements account for 0%. The overall die size recorded for this design is ~0.0083 mm2. Summing every instance area after synthesis gives 634 um2. Worst stage delay on the critical path landed at 0.52 ns. Number of DRC markers after the initial detailed-route iteration landed at 4.

Buffers placed on the I/O ports in this run total around 90. The report counts max-capacitance violations totalling 0. The die is between 90 and 100 um wide. Pin count of the biggest net entering global routing landed at 2. HPWL after detailed placement landed at ~2.8 mm. Mean area per synthesized cell landed at 15.5 um2. OpenROAD emitted warnings numbering 35. Per-cell via count in the routed design landed at 3.20.

Sorting the synthesized cells by area gives the leading types as fa_1 54%, xor3_1 26%, buf_4 8.3%. Synthesized instance count landed at 41. The via count of the first global-routing pass came to 732. Hold violation count in the final report landed at 0. The repair_antennas step left the layout with diodes totalling 0.

The timing report shows that the slowest cell on the worst path is fa_2. Final period utilization landed at 138%. Grouping stages by cell kind, the critical path spends the most delay in adder cells. Sorting the synthesis cell report by count puts at the top fa_1. For reference, the critical path cell chain is buf_6 > ha_4 > fa_2 > fa_2 > fa_2 > buf_2. After layout, the worst setup slack is -0.601 ns.

Core utilization of the finished layout landed at 31.9%. Worst-case vdd ir drop landed at 71.9 uV. Final critical delay including setup and external delays landed at 2.20 ns. The detailed router placed 631 vias in this run. The worst setup path is captured at a primary output.

In this run the remaining antenna-violating nets after routing total 0. Number of clock buffers in the layout landed at 0. Cell count of the worst hold path landed at 4. Per the finish-stage timing summary, setup violations number 17. Final global-route overflow total landed at 0. The most numerous cell type found on the critical path is fa_2. Number of slew-limit violations in the final report landed at 0. Number of antenna violations at the first check in global routing landed at 0.
cells in the final DEF, fill, tap and decap left out, drive strengths merged:
cell and count:
and2 6, buf 39, clkbuf 4, clkdlybuf4s15 11
clkdlybuf4s50 33, conb 7, dlygate4sd2 3, fa 17
ha 2, xor2 1, xor3 7
final cells by class:
class	instances	area, um2
repair buffers	90	764
well taps	67	83.8
fillers	515	3280
multi-input cells	40	687
routing by layer:
layer	vias up	routed length (um)	GRT usage, %
li1	295	-	-
met1	307	819	6.20
met2	29	1770	13.2
met3	0	178	1.49
met4	0	0	0
met5	-	0	0
power breakdown:
part / internal [W] / switching (W) / total (W) / leakage [nW]
logic: 0.000312 / 0.000118 / 0.000429 / 0.684
registers: 0 / 0 / 0 / 0
clock network: 0 / 0 / 0 / 0
stage by stage:
step	TNS [ns]	total power (W)	setup slack, ns	std cells	hold slack, ns
4_1_cts	-6.48	0.000454	-0.655	197	0.997
3_5_place_dp	-22.53	0.000568	-1.39	197	1.71
6_report	-5.03	0.000429	-0.601	197	0.991
5_1_grt	-5.61	0.000482	-0.627	197	0.999
2_1_floorplan	-1.05	0.000114	-0.391	47	0.724
3_3_place_gp	-22.24	0.000561	-1.37	197	1.71
how the worst max path moves through the flow:
stage,startpoint,endpoint,cells after the start
CTS,in2[0],sum[3],6
global route,in2[0],sum[3],6
finish,in2[0],sum[3],6
timing repair:
action,4_1_cts,5_1_grt
pin swaps,31,22
cloned,0,0
setup endpoints to repair,26,22
setup buffers,0,0
gates resized,160,18
cells by family after synthesis:
group,count (synthesis),share of synthesized area (%)
buf+inv,7,8.28
xor+xnor,8,27.6
fa+ha+maj,19,57.6
other cells,1,0.591
simple gates,6,5.92
Power and IR drop assume default switching activity.
