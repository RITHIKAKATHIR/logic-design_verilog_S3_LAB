==> /design/flow/design.v <==
module rca_32bit(input_a,input_b,carryin,sum,carryout);
parameter n=32;
input carryin;
input[n-1:0] input_a,input_b;
output reg[n-1:0] sum;
output reg carryout;
reg [n:0] C;
integer k;
always@(input_a,input_b,carryin)
 begin
   C[0]=carryin;
	for(k=0;k<n;k=k+1)
	begin 
	  sum[k]=input_a[k]^input_b[k]^C[k];
	  C[k+1]=(input_a[k]&input_b[k])|(input_a[k]&C[k])|(input_b[k]&C[k]);
	end
   carryout=C[n];
 end
 endmodule
==> /design/flow/run.sh <==
#!/bin/bash
# OpenROAD 26Q1-2900-gdf79404cd8, Yosys 0.63+post, stock flow scripts
make -C /OpenROAD-flow-scripts/flow DESIGN_CONFIG=/design/flow/config.mk WORK_HOME=/design/flow/orfs finish
==> /design/flow/config.mk <==
export PLATFORM = sky130hd
export DESIGN_NAME = rca_32bit
export DESIGN_NICKNAME = rca_32bit
export VERILOG_FILES = /design/flow/design.v
export SDC_FILE = /design/flow/constraint.sdc
export NUM_CORES = 4
export LEC_CHECK = 1
export CORE_AREA = 10 10 114 114
export DIE_AREA = 0 0 124 124
==> /design/flow/constraint.sdc <==
current_design rca_32bit

set clk_period 13.7
set clk_io_pct 0.2

create_clock -name clk0 -period $clk_period

set non_clock_inputs [all_inputs -no_clocks]
set_input_delay [expr $clk_period * $clk_io_pct] -clock clk0 $non_clock_inputs
set_output_delay [expr $clk_period * $clk_io_pct] -clock clk0 [all_outputs]
==> commit_impl_results.txt <==
Update PnR metrics after Yosys + OpenROAD run

- The flow ran to the end, but the final reports show violations.
- Violated checks: negative setup slack
- Warnings reported by Yosys during synthesis add up to 1.
- Hold analysis shows the worst path with a depth of 5.
- Post-route clock period utilization: 124%
- Overall routing resource usage recorded by global route was 4.56%.
- End point of the worst hold path: sum[0]
- In this run, the combinational gates consume 100.0% of the power.
- Area share of the largest cell type after synthesis: 94.5%
- Hold-fix buffers at CTS: 0
* Num rows: 37
* Highest-count logic cell in the final layout: sky130_fd_sc_hd__clkdlybuf4s50_1
- The number of warnings reported in the stage logs is 35.
- Per the Yosys statistics, synthesis produced 42 cells.
- Switch share: 29.8%
* Sequential fraction of design power: 0%
- The library cells used most frequently in the layout, excluding fill and tap cells, are sky130_fd_sc_hd__clkdlybuf4s50_1 (80), sky130_fd_sc_hd__fa_2 (32), sky130_fd_sc_hd__buf_2 (11).
* Fp util: 6.51%
- For this run, the chip area from Yosys synthesis comes to 678 µm².
- Wires add up to 3680 µm.
- Summing every instance area after synthesis gives 678 µm².
- X dimension of the die: 124 µm
- TritonRoute output was used to compute an average wire per cell of 13.2 µm.
- Once the clock tree was built, the setup fixing pass inserted 0 buffers.
* Maximum number of pins on one net before global-route repair: 2
- Setup crit end kind: output pin
- Total area of sequential cells: 0 µm²
* Final tally of max-slew violations: 0
- Cell type group with the largest total delay on the critical path: adder cells
- After legalization and detailed placement, the total HPWL measured 3660 µm.
- Crit path kind: in2out
* Crit path DRT: 10.96 ns
- Summing the areas of all compound-gate instances in the mapped netlist gives 0% of the synthesized area.
* Placeable Area: 10,400 µm²
- Logic depth of the worst setup path including buffers: 38
- P per Cell Area: 41.1 nW/µm²
* Critical Path AT: 14.20 ns
- For this run, design rule violations remaining after detail routing come to 0.
- Clkbuf count: 0
- Worst relative slew slack: 90.4%
- Per the synthesis report, the dominant area consumer among library cells is sky130_fd_sc_hd__fa_1.
- Total count of hold-check failures in the final report: 0
- For this block, the via count after detailed routing is 759.
- The most numerous cell type found on the critical path is sky130_fd_sc_hd__fa_2.
- Chip Height: 124 µm
- Across the run, the number of max-cap violations was 0.
- Synthesis produced a netlist whose cell count is 42.
* Layout filler cell count: 1,158
- Once layout is complete, the cells apart from fillers number 278.
- Sequential element share of the synthesized area: 0%
* Number of global-route vias before repair: 950
* Area growth from synthesis to layout: 177%
- Unrepaired setup endpoints after global routing: yes
- Area of the chip: 15,400 µm²
- IR analysis of the VDD net gives a maximum drop of 0.0130 mV.
* Worst path buffer plus inverter count: 6
* CP Launch Type: input port
- The synthesized netlist devotes 0% of its cell area to XOR and XNOR gates.
- Yosys adder share: 94.5%
* Cells taking the most area after synthesis: sky130_fd_sc_hd__fa_1 (94%), sky130_fd_sc_hd__inv_1 (5.5%)
* Total gr overflow: 0
- The placement stage leaves a total instance area of 1920 µm².
- The tightest min-delay check is of the in2out type.
* First-pass detailed-route iteration total: 2
- Mux contribution to synthesized area: 0%
- The internal power of the cells totals 54.3 µW.
* Highest achievable clock rate: 0.0590 GHz
- Post-Place Worst Slack: -4.13 ns
- Clock network power share: 0%
- The largest single stage delay on the critical path is 0.42 ns.
* Routed vias/inst: 2.73
- Simple share: 0%
* Mean cell area of the mapped netlist: 16.1 µm²
- STA lists the maximum fanout along the critical path as 1.
- Antenna violations before repair: 2
- Slew at the pin with the worst max-slew slack: 0.144 ns
- The power report puts the net switching power at 23.0 µW.
- Per the STA report, the cell with the highest stage delay on the worst path is sky130_fd_sc_hd__fa_2.
- Static leakage power: 0.660 nW
* Number of instances in the placed design: 276
- Largest logic family: adder cells
* Remaining antenna violation count: 0
- The critical path in the final layout is reported with a setup slack of -3.24 ns.
- Area of all placed cells without fillers: 1880 µm²
- Buffers added on ports: 98
- The floorplan report gives the top-level pin count as 98.
- The first global-routing pass estimated 5360 µm of wire.
- Subtracting the final worst setup slack from the clock period gives 16.94 ns.
* Starting DRT DRC Count: 7
- After synthesis, the netlist uses 2 different library cells.
- Setup-failing EPs final: 11
- Origin of the worst min-delay path: input_a[0]
* Flops: 0
* Placer Congestion: 0.897
- Cells with a size suffix above 1 make up 38.6% of the layout.
## worst max path at each step
stage	start	to	slack, ns
global route	carryin	sum[31]	-3.54
finish	carryin	sum[31]	-3.24
CTS	carryin	sum[31]	-3.28
## cells in the mapped netlist
cell type,count
sky130_fd_sc_hd__fa_1,32
sky130_fd_sc_hd__inv_1,10
## power groups by stage
stage	Combinational, mW	Clock, mW	Sequential, mW
4_1_cts	0.0795	0	0
5_1_grt	0.0875	0	0
6_report	0.0773	0.0000000195	0
## metrics by stage
stage	hold slack [ns]	power, mW	utilization [%]	TNS, ns
6_report	6.23	0.0773	18.0	-19.73
3_3_place_gp	6.56	0.0861	18.5	-30.02
2_1_floorplan	5.63	0.0106	-	-14.68
5_1_grt	6.27	0.0875	18.0	-22.55
3_5_place_dp	6.56	0.0863	18.5	-30.62
4_1_cts	6.24	0.0795	17.9	-20.17
## kinds of logic after synthesis
kind of cell	Yosys count
buffers and inverters	10
adder cells (fa/ha/maj)	32
## layer usage
layer | up-vias | global-route usage, % | share of wire [%] | routed length [µm]
li1 | 316 | - | - | -
met2 | 99 | 6.85 | 36 | 1330
met5 | - | 0 | 0 | 0
met1 | 344 | 4.50 | 31 | 1160
met3 | 0 | 5.00 | 32 | 1190
met4 | 0 | 0 | 0 | 0
## layout make-up
type                       instances  area [µm²]  area share [%]
inverter                          10        55.1            2.93
antenna                            2        5.00           0.266
tap                              136         170            9.05
timing repair buffer              98         928            49.4
multi-input combinational         32         721            38.3
## what timing repair did
| item | 4_1_cts | 5_1_grt |
|---|---|---|
| pin swaps | 0 | 0 |
| endpoints found under the setup margin | 13 | 13 |
| gates resized | 56 | 5 |
| cloned | 0 | 0 |
Power figures rest on the tool's default switching activity, not on a simulated workload.
